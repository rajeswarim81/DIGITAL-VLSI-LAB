===== design/flow/config.mk =====
export PLATFORM = sky130hd
export DESIGN_NAME = cordic_core
export DESIGN_NICKNAME = cordic_core
export VERILOG_FILES = /design/flow/design.v
export SDC_FILE = /design/flow/constraint.sdc
export NUM_CORES = 4
export LEC_CHECK = 1
export CORE_UTILIZATION = 30

===== design/flow/constraint.sdc =====
current_design cordic_core

set clk_period 10.2
set clk_io_pct 0.2

create_clock -name clk0 -period $clk_period [get_ports {clk}]

set non_clock_inputs [all_inputs -no_clocks]
set_input_delay [expr $clk_period * $clk_io_pct] -clock clk0 $non_clock_inputs
set_output_delay [expr $clk_period * $clk_io_pct] -clock clk0 [all_outputs]

===== design/flow/design.v =====
module cordic_core #(parameter DATA_WIDTH = 16, ADDR_WIDTH = 4)
(
	input	clk, rst, en,
	input signed [DATA_WIDTH-1:0] z,q,
	output [ADDR_WIDTH-1:0] addr,
	output done,
	output signed [DATA_WIDTH-1:0] x,y
);
	reg [4:0] n,n_next;
	reg done_int, done_dly;
	reg signed [19:0]x_reg,y_reg,x_next,y_next,z_reg,z_next;
	reg [1:0] state,state_next; 
	parameter idle = 1'b0, iteration = 1'b1;
	always @ (posedge clk, posedge rst) 
	begin
		if (rst)
		begin
			state <= idle;
			n 	  <= 0;
			x_reg <= 0;
			y_reg <= 0;
			z_reg <= 0;
			done_dly <=1;
		end
		else
		begin
			state <= state_next;
			n 	  <= n_next;
			x_reg <= x_next;
			y_reg <= y_next;
			z_reg <= z_next;
			done_dly <= done_int;
		end	
	end
	always @ (*)
	begin
		n_next = n;
		done_int = 1'b0;
		case (state)
			idle:
			begin
				if (en)
				begin
					state_next = iteration;
				end
				else
				begin
					state_next = idle;
				end
				n_next = 0;
				done_int = 1'b1;
			end
			iteration:
			begin
				if (n == (DATA_WIDTH-2))
				begin
					state_next = idle;
				end
				else
				begin
					n_next = n + 1'b1;
					state_next = iteration;
				end
			end
		endcase
	end
	always @ (*)
	begin
		case (state)
			idle:
			begin
				x_next = 16'h26dd;
				y_next = 0;
				z_next = z;
			end
			iteration:
			begin
				if (z_reg[DATA_WIDTH-1]==1'b0) 
				begin
					x_next = x_reg - (y_reg >>> n);
					y_next = y_reg + (x_reg >>> n);
					z_next = z_reg - q;
				end
				else
				begin
					x_next = x_reg + (y_reg >>> n);
					y_next = y_reg - (x_reg >>> n);
					z_next = z_reg + q;
				end
			end
		endcase
	end
	assign addr = n;
	assign done = done_redge;
	assign done_redge = done_int & (~done_dly);   
	assign x = done_redge? x_reg: 0;
	assign y = done_redge? y_reg: 0;
endmodule

===== design/flow/run.sh =====
#!/bin/bash
# OpenROAD 26Q1-2900-gdf79404cd8, Yosys 0.63+post, stock flow scripts
make -C /OpenROAD-flow-scripts/flow DESIGN_CONFIG=/design/flow/config.mk WORK_HOME=/design/flow/orfs finish

==> results_slide.txt <==
Physical Implementation Snapshot

Run status
  – Outcome: complete, no violations

Yosys
  – Flops out of synthesis: 63
  – Area figure in the yosys stat output: 0.008003 sq mm
  – Yosys cell types: 73
  – Largest area contributor in the synthesized netlist: dfrtp_1
  – Gate Count Post-Synth: 937
  – # Cells Yosys: 937
  – Top-area cell share: 19.39%
  – Seq/Total Area, Yosys: 19.72%
  – Top cells by area: dfrtp_1 (19%), mux4_2 (11%), ha_1 (9.7%)
  – Synth Cell Area: 0.008003 sq mm
  – Post-synth ARST share: 100.0%
  – Post-Syn Area per Cell: 8.541 sq um
  – Count of library flops with an enable pin: 0
  – Ys flop type: dfrtp_1
  – Synth warnings: 2

STA
  – Period utilisation layout: 58.23%
  – Min Hold Slack: 0.4992 ns
  – Worst clock skew: 0.006599 ns
  – Worst slew margin: 45.56%
  – Final Hold Viols: 0
  – Minimum clock period: 5.940 ns
  – Final setup fails: 0
  – Setup TNS: 0 ns
  – Worst slew pin tran: 0.7960 ns
  – Max Freq: 168.4 MHz
  – Final Max Tran Viols: 0
  – RSZ-0062 raised after global routing: no

Global route
  – Largest net degree at the start of global routing: 60
  – Vias in the first global route: 6610
  – First-pass GRT wire length: 36330 um
  – Total GRT Usage: 17.53%
  – Remaining Overflow, GRT: 0
  – Initial antenna violation count: 0

Drt
  – Routed vias: 7195
  – Drt initial violations: 439
  – Via density: 5.447
  – First-pass DRT Iterations: 24
  – Met3 wire len: 2032 um
  – Post-detailed-route count of antenna-violating nets: 0
  – DRT Wirelength: 22700 um
  – # diodes: 0
  – Per-cell routed wire length: 17.18 um
  – Post-Route M1 WL: 10340 um
  – WL met2: 9708 um
  – DRC violations left: 0
  – Highest metal used: met4

Floorplanning
  – # rows: 59
  – Starting density of the core: 30.62%
  – Core area: 0.02613 sq mm
  – Die Ht: 165.3 um
  – Die Size: 0.02733 sq mm
  – Die Span X: 165.3 um
  – Io pins: 72

Final layout
  – Fill count: 2701
  – Area grow syn2layout: 16.29%
  – Fin util: 35.61%
  – Fraction of layout cells with a size suffix above 1: 11.26%
  – Non-filler instance count after layout: 1321

Worst setup path
  – Worst-path maximum fanout: 49
  – Worst Setup SP: n[0]$_DFFE_PP0P_
  – Crit Path Category: register to register
  – WP data arrival: 6.15 ns
  – Critical Path Sink Type: register
  – R2R Path End: x_reg[19]$_DFF_PP0_
  – FF-to-FF path depth: 20
  – Reg-to-reg startpoint: n[0]$_DFFE_PP0P_
  – CP Launch Type: register
  – Worst path required time: 10.41 ns
  – R2r setup slk: 4.26 ns

Clocking
  – Postcts setup bufs: 0
  – Post_cts resized: 0
  – Worst-Skew Late Latency: 0.34 ns
  – Num CTS Buffers: 9
  – CTS tree: done
  – Hold_buf cts: 0
  – CTS Root Cell: clkbuf_16
  – Clock transition at path regs: 0.06 ns
  – H-tree levels: 3
  – Max clock buf depth: 2
  – Clock Sinks: 63

Worst hold path
  – Worst Hold Depth: 1
  – Hold path startpoint: n[2]$_DFFE_PP0P_
  – Hold Crit Class: register to register
  – Hold Crit Endpoint: n[2]$_DFFE_PP0P_

Placed design
  – Post-DP HPWL: 16850 um
  – PortBufs: 71
  – RePlAce Congestion: 0.9466
  – Cells after DPL: 1305

Job
  – Max-cap violation count: 0
  – Log Warnings: 30
==> cell type report <==
class                      instances  area (sq um)  share of cell area [%]
timing repair buffer              85         815.8                   8.766
clock inverter                     4         70.07                  0.7529
sequential                        63          1582                   16.99
inverter                          39         146.4                   1.573
tap                              335         419.2                   4.504
clock buffer                      12         236.5                   2.541
multi-input combinational        783          6037                   64.87
==> through the flow <==
| stage | setup slack [ns] | cell area [sq um] |
|---|---|---|
| 2_1_floorplan | 5.132 | 8003 |
| 6_report | 4.260 | 9306 |
| 4_1_cts | 4.264 | 9306 |
| 3_5_place_dp | 4.303 | 9000 |
| 5_1_grt | 3.785 | 9306 |
| 3_3_place_gp | 4.299 | 9000 |
==> routing by layer <==
layer / track usage [%] / vias up
li1: - / 3522
met1: 26.21 / 3362
met2: 25.47 / 277
met3: 4.813 / 34
met4: 4.091 / 0
met5: 0 / -
==> worst max-delay path, cell delays in order (launching register included) <==
cell and delay (ns):
dfrtp_2 0.33, buf_4 0.57, mux4_2 0.63, mux2_2 0.28, mux4_2 0.53, nor2_1 0.19
and3_1 0.25, a21oi_1 0.10, xor2_1 0.19, nor2_1 0.09, a21oi_1 0.06, ha_1 0.23
a21o_1 0.18, a21o_1 0.18, a2111oi_0 0.72, o31ai_1 0.27, a2111oi_0 0.44, nor3_1 0.14
a31oi_1 0.21, xnor2_1 0.14, nor2_1 0.05
==> cell usage after synthesis (23+ instances only) <==
cell type / number
a21oi_1: 68
a31oi_1: 23
and2_1: 33
clkbuf_1: 28
dfrtp_1: 62
ha_1: 62
inv_1: 38
mux2_2: 29
mux4_2: 39
nand2_1: 63
nor2_1: 114
nor3_1: 34
o21ai_0: 31
xnor2_1: 45
xor2_1: 42
==> layout by cell type (no fill, tap or decap), types with 4 or more instances in the layout <==
cell type / count
nor3b_1: 6
mux4_2: 39
o221ai_1: 4
nand2_1: 63
o21a_1: 8
mux2i_1: 17
nor2b_1: 10
clkbuf_16: 9
xnor2_1: 45
o31a_1: 5
ha_1: 62
mux2_2: 29
buf_4: 14
o211ai_1: 10
and2_1: 33
nand2b_1: 10
a41oi_1: 4
a21o_1: 20
nand3_1: 15
nor3_1: 34
inv_1: 37
o21ai_0: 31
a21boi_0: 4
xor2_1: 42
a31oi_1: 23
or3_1: 7
o21bai_1: 4
and3_1: 9
o31ai_1: 7
a21oi_1: 68
nor2_1: 113
clkdlybuf4s50_1: 71
dfrtp_1: 59
a211oi_1: 8
==> worst max path at each step <==
stage	cells past startpoint	endpoint	slack, ns
5_1_grt	19	x_reg[19]$_DFF_PP0_	3.78
4_1_cts	20	x_reg[19]$_DFF_PP0_	4.26
6_report	20	x_reg[19]$_DFF_PP0_	4.26
==> cell families (layout without fill, tap and decap cells) <==
group                      count (synthesis)  count (layout)  synth area share [%]
xor gates and xnor gates                  87              87                 9.522
muxes                                     86              86                 17.32
AOI/OAI and AO/OA                        225             225                 18.62
DFF                                       63              63                 19.72
adders and majority gates                 65              65                 10.44
buffers and inverters                     91             140                 4.878
and+or+nand+nor                          320             320                 19.50
