### ./run.sh
#!/bin/bash
# OpenROAD 26Q1-2900-gdf79404cd8, Yosys 0.63+post, stock flow scripts
make -C /OpenROAD-flow-scripts/flow DESIGN_CONFIG=/design/flow/config.mk WORK_HOME=/design/flow/orfs finish
### ./config.mk
export PLATFORM = sky130hd
export DESIGN_NAME = rippleCounter
export DESIGN_NICKNAME = rippleCounter
export VERILOG_FILES = /design/flow/design.v
export SDC_FILE = /design/flow/constraint.sdc
export NUM_CORES = 4
export LEC_CHECK = 1
export CORE_AREA = 10 10 70 70
export DIE_AREA = 0 0 80 80
### ./constraint.sdc
current_design rippleCounter

set clk_period 1.3
set clk_io_pct 0.2

create_clock -name clk0 -period $clk_period [get_ports {clk}]

set non_clock_inputs [all_inputs -no_clocks]
set_input_delay [expr $clk_period * $clk_io_pct] -clock clk0 $non_clock_inputs
set_output_delay [expr $clk_period * $clk_io_pct] -clock clk0 [all_outputs]
### ./design.v
 `timescale 1ns / 1ps
module JKff(
		input clk,
		input J, 
		input K,
		input reset,
		output Q,
		output Q_
    );
reg Q;
assign Q_ = ~Q;
initial $monitor("ff triggered J, K = %b", J);
always@(negedge clk) 
	if(~reset) begin
		Q <= (J && Q_) || ((~K) && Q);
	end else begin
		Q <= 0;
	end
endmodule
`timescale 1ns / 1ps
module rippleCounter(
    input up,
    input reset,
    input clk,
    output reg [3:0] out
    );
	wire [3:0] temp;
	JKff ff0(clk    , 1'b1, 1'b1, reset, temp[0], );
	JKff ff1(temp[0], 1'b1, 1'b1, reset, temp[1], );
	JKff ff2(temp[1], 1'b1, 1'b1, reset, temp[2], );
	JKff ff3(temp[2], 1'b1, 1'b1, reset, temp[3], );
	initial begin
	end
	always @ (posedge clk) begin
	$monitor(" time = %g || temp = %b, output = %b \n", $time, temp, out);
		if(~reset) begin
			if(up == 1'b1)
				out <= temp;
			else out <= ~temp;
		end else out = 4'b0;
	end
endmodule
==> flow_summary.json <==
{
  "vias_per_cell": 2.195,
  "cts_htree_levels": 1,
  "clkPwrFrac_pct": 46.8,
  "worst_skew_pair.late_latency_ps": 300,
  "fp-utilization_pct": 7.179,
  "layout.area.seq_sq_um": 162.7,
  "synth_cells": 25,
  "switchingPower_uw": 90.50,
  "layout_top_cell": "nor2_1",
  "hold_start": "ff0.Q$_SDFF_NP0_",
  "cts_tree": "done",
  "grt_antenna_before_repair": 0,
  "via_count": 180,
  "hold_viol": 0,
  "intPower_uw": 319.6,
  "yosysWarnings": 4,
  "drt-initial-drc-count": 4,
  "crit_fanout": 2,
  "first_pass_iters": 2,
  "num_io_pins": 7,
  "maxSlewHeadroom_pct": 85.44,
  "lay_top_cells": "nor2_1, dfxtp_1, inv_1, xor2_1, clkdlybuf4s50_1",
  "io_buffers": 6,
  "crit_path_end_kind": "flop",
  "antenna_left": 0,
  "pre_cts_ws_ps": -258.9,
  "area.combinational_sq_um": 65.06,
  "grt_pass1_vias": 202,
  "powerDensity_nw_per_um2": 1009,
  "finalInstanceArea_sq_um": 406.6,
  "r2r_start": "ff0.Q$_SDFF_NP0_",
  "grt_max_degree": 8,
  "final_layout_size_suffix_gt1_share_pct": 19.44,
  "gp_routability_congestion": 0.7143,
  "rows": 21,
  "ys_ff": 8,
  "setup_violations": 1,
  "clk_pin_slew_ps": 40,
  "ys_cells": 25,
  "rsz0062_at_grt": "yes",
  "ys_types": 5,
  "cp.arrival_ps": 1470,
  "skew_ps": 66.53,
  "postSynthSeqShare_pct": 65.31,
  "unclocked_regs": 3,
  "crit_start": "ff0.Q$_SDFF_NP0_",
  "vdd_drop_max_mv": 0.1566,
  "gr-usage-all-layers_pct": 1.513,
  "critPathLaunchType": "flop",
  "grt_pass1_wl_um": 800,
  "antennaDiodeCount": 0,
  "wl_um": 429,
  "synth_area_sq_um": 245.2,
  "seqPwrFrac_pct": 42.8,
  "cts_root_buffer": "clkbuf_4",
  "untimed_endpoints": 3,
  "status": "complete, but fails checks",
  "place_area_sq_um": 372.9,
  "die-area_sq_um": 6400,
  "power_uw": 410.1,
  "syn_avg_cell_area_sq_um": 9.809,
  "cts_buffers": 3,
  "die_x_um": 80,
  "tightest_slew_ps": 217.7,
  "violations": "setup timing",
  "wl_per_cell_um": 5.232,
  "clockBufferDepth": 2,
  "core_area_sq_um": 3416,
  "swShare_pct": 22.07,
  "fillers": 391,
  "utilization_pct": 11.90,
  "gr-total-overflow": 0,
  "yosys-stat-area_sq_um": 245.2,
  "drv_slew": 0,
  "power_frac_comb_pct": 10.4,
  "place_hpwl_um": 337.8,
  "maxCapViolCount": 0,
  "setup_slack_ps": -44.46,
  "warnings": 28,
  "dieHeight_um": 80,
  "syn2layout_area_growth_pct": 65.82,
  "hp-class": "reg -> reg",
  "required_ps": 1430,
  "power.leakage_uw": 0.0001928,
  "drc": 0,
  "path_class": "reg -> reg"
}
==> logic make-up after synthesis <==
group                  after synthesis  synth area share [%]
flip-flops                           8                 65.30
buffers and inverters                5                 8.160
AND/OR/NAND/NOR                      8                 12.25
XOR/XNOR                             4                 14.28
==> critical path: stages (launching register included) <==
cell     delay [ps]
dfxtp_2         330
xor2_1          140
nor2_1           50
==> state kept, by name, summed over array words and instances, names as in the netlist <==
| signal | count |
|---|---|
| out | 4 |
| ff1.Q | 1 |
| ff3.Q | 1 |
| ff2.Q | 1 |
| ff0.Q | 1 |
==> power by group through the flow <==
stage     clock (uW)  sequential [uW]  combinational, uW
4_1_cts          206              176               45.3
5_1_grt          220              177               48.5
6_report         192              175               42.6
==> routing by layer <==
metal  up-vias  wire, um  GRT usage, %
li1         92         -             -
met1        80       172         1.214
met2         6       185         2.488
met3         2        63         1.250
met4         0         7        0.8803
met5         -         0             0
==> Yosys cell counts <==
cell type,n,area [sq um]
dfxtp_1,8,160.2
inv_1,4,15.01
nor2_1,8,30.03
buf_2,1,5.000
xor2_1,4,35.03
==> per-stage QoR <==
| step | setup TNS [ps] | std cells | hold WS [ps] |
|---|---|---|---|
| 6_report | -44.46 | 82 | 495.8 |
| 5_1_grt | -91.98 | 82 | 526.6 |
| 4_1_cts | -47.51 | 82 | 501.0 |
| 3_5_place_dp | -261.9 | 78 | 538.1 |
| 3_3_place_gp | -244.1 | 78 | 528.0 |
| 2_1_floorplan | 0 | 25 | 404.8 |
==> final cells by class <==
cell class | count | share of cell area [%]
clock buffers | 4 | 6.462
flip-flops and latches | 8 | 40.00
clock inverters | 1 | 0.9231
multi-input cells | 12 | 16.00
well taps | 46 | 14.15
repair buffers | 8 | 19.69
inverters | 3 | 2.769
==> final timing paths <==
kind / end / slack (ps) / cells after the start
worst max-delay path: out[0]$_SDFF_PP0_ / -40 / 2
worst min-delay path: ff0.Q$_SDFF_NP0_ / 500 / 2
worst max register to register: out[0]$_SDFF_PP0_ / -40 / 2
worst min register to register: ff0.Q$_SDFF_NP0_ / 500 / 2
==> what timing repair did <==
| item | 4_1_cts | 5_1_grt |
|---|---|---|
| buffers inserted | 0 | 0 |
| resized | 1 | 3 |
| endpoints found under the setup margin | 1 | 3 |
| endpoints found under the hold margin | 0 | 0 |
| gates cloned | 0 | 0 |
| pin swaps | 0 | 0 |
| hold buffers | 0 | 0 |
No activity file was given, so power comes from the tool's default toggle rates.
